==> design.v <==
module sixteenTo4PrioEncoder(w,y,z);
    input [15:0] w;
    output reg [3:0] y;
    output reg z;
    integer k;
    always @(w)
    begin 
        z = 1;
        if (w == 0)
            z = 0;
        else
        begin
            for(k = 15; k >= 0; k = k - 1)
            begin
                if (w[k] == 1)
                    y = k;
            end
        end
    end
endmodule
==> run.sh <==
#!/bin/bash
# OpenROAD 26Q1-2900-gdf79404cd8, Yosys 0.63+post, stock flow scripts
make -C /OpenROAD-flow-scripts/flow DESIGN_CONFIG=/design/flow/config.mk WORK_HOME=/design/flow/orfs finish
==> config.mk <==
export PLATFORM = sky130hd
export DESIGN_NAME = sixteenTo4PrioEncoder
export DESIGN_NICKNAME = sixteenTo4PrioEncoder
export VERILOG_FILES = /design/flow/design.v
export SDC_FILE = /design/flow/constraint.sdc
export NUM_CORES = 4
export LEC_CHECK = 1
export CORE_AREA = 10 10 70 70
export DIE_AREA = 0 0 80 80
==> constraint.sdc <==
current_design sixteenTo4PrioEncoder

set clk_period 3.1
set clk_io_pct 0.2

create_clock -name clk0 -period $clk_period

set non_clock_inputs [all_inputs -no_clocks]
set_input_delay [expr $clk_period * $clk_io_pct] -clock clk0 $non_clock_inputs
set_output_delay [expr $clk_period * $clk_io_pct] -clock clk0 [all_outputs]
==> COMMIT_EDITMSG <==
Update PnR metrics after Yosys + OpenROAD run

- Clk network pwr share: 0
- Count of state elements after synthesis: 4
* Number of diodes: 0
* Core ar.: 3416 µm²
* Tally of OpenROAD warnings: 32
- Status: finished, final reports clean
* Yosys Warn Count: 1
* Accumulated negative setup slack: 0 ns
* Final setup violation count: 0
- Hold-fix buffer count after cts: 0
- Post-CTS repair ended up resizing 0 cells.
- Once detail routing completed, the nets flagged for antenna violations numbered 0.
* Power density over the cells: 75.82 nW/µm²
- Required time at the worst-slack endpoint: approximately 2.5 ns
- Via count of the first global-routing pass: 330
- Number of buffers inserted to repair setup after CTS: 0
* Initial Util: 0.06630
- The count of buffers added on input and output ports is 21.
- Maximum Capacitance Violations: 0
- The final layout contains routed wiring with a total length of about 1000 µm.
* Critical path start-end classification: input port to primary output
- The HPWL after detailed placement is 921.8 µm.
- In this run, the synthesized area fraction spent on AND-OR/OR-AND gates is recorded as 0.1934.
- Cell area after synthesis: 226.5 µm²
* Number of violations reported at the end of detailed-routing iteration 0: 11
- Slew at the pin closest to its max-slew limit: between 0.4 and 0.5 ns
* DR vias/cell: 3.296
- The power report attributes to the combinational group a share of 0.986.
- Count of final hold-check violations: 0
* Comb area leader: simple AND/OR/NAND/NOR gates
- Area growth syn-to-layout: 118.2%
* Endpoints left unconstrained: 8
* Switching fraction of total power: 0.3472
* Internal power summed over all cells: 24.46 µW
- Rel. slew slack: 0.7146
- MUX share of area: 0
- In this run the core area contains 21 standard-cell rows.
- Launching element type of the critical path: input port
- Summing over every cut layer, the via total after detailed routing is approximately 320.
- Global-route wire length before repair: roughly 1600 µm
* Chip area line of the yosys report: 226.5 µm²
- Per the OpenROAD floorplan log, the area of the die is roughly 6400 µm².
- Synthesized area per cell: approximately 7.3 µm²
- The routed layout reports a DRC error count of 0.
* Class of the most critical hold timing path: input port to primary output
- Xor/xnor share of the synthesized area: 0
* Post-place setup slack: 0.2589 ns
- The timer found 4 register pins that no clock reaches; their paths are not timed.
* Reg power frac: 0.014
* Grt ovf: 0
- Per the timing report, the biggest fanout along the worst path comes to 3.
- The number of cells reported by Yosys stat comes to 31.
* Global placer's final weighted congestion: between 0.7 and 0.8
- I/O pin count: 21
- Switching Power: 13.01 µW
- The die is 80 µm wide.
- Of the total synthesized cell area, the portion taken by full adders, half adders and majority gates is 0.
- Final Slew Violations: 0
* Largest net degree at the start of global routing: 5
* GRT Util Overall: 0.03082
- The data arrival time reported for the critical path is 2.19 ns.
- Crit end category: primary output
- Max Fclk: 355.5 MHz
* RSZ-0062 raised after global routing: no
- The first detailed-routing pass took 4 iterations.
- The number of different library cells used by synthesis comes to 16.
* Die height: 80 µm
- After detailed routing, the average wire length per cell comes to 10.19 µm.
* Antenna violations before repair: 0
* Worst Slack Setup Final: 0.2874 ns
* Flip-flop count of the largest register after layout: 4
- Per the post-synthesis report, the number of cells in the design is 31.
* Share of post-route cells with drive strength above 1: 0.01923
- Leak Pwr: 0.1685 nW
- Final critical-path share of the clock period: 0.9073
- Shortest period the worst path allows: 2.813 ns
- Synthesized-area fraction occupied by and/or/nand/nor cells: 0.5249
- Largest voltage drop on the vdd net: 0.00003735 V
==> stage by stage <==
step	utilization	std cells	power [mW]	cell area (µm²)	hold WS [ns]
after CTS	0.1447	98	0.03776	494.2	2.299
after global routing	0.1447	98	0.04129	494.2	2.331
after floorplan	-	31	0.01026	226.5	1.312
after detailed placement	0.1447	98	0.03754	494.2	2.298
final	0.1447	98	0.03747	494.2	2.281
after global placement	0.1447	98	0.03721	494.2	2.307
==> area by class of cell <==
type,count,area (µm²)
well taps,46,57.56
fillers,399,2922
multi-input cells,26,162.7
inverters,1,3.754
repair buffers,21,210.2
flip-flops and latches,4,60.06
==> power by group through the flow <==
stage | Sequential [mW] | Clock (mW) | Combinational, mW
4_1_cts | 0.000531 | 0 | 0.0372
5_1_grt | 0.000532 | 0 | 0.0408
6_report | 0.000530 | 0 | 0.0369
==> per-layer routing <==
| layer | vias to the layer above | wire [µm] | global-route usage |
|---|---|---|---|
| met5 | - | 0 | 0 |
| met3 | 0 | 81 | 0.009091 |
| met1 | 147 | 395 | 0.03662 |
| li1 | 162 | - | - |
| met2 | 14 | 522 | 0.05618 |
| met4 | 0 | 0 | 0 |
==> worst paths after layout <==
kind              endpoint  cells past startpoint  slack (ns)  startpoint
setup / recovery         z                      5        0.29        w[7]
hold / removal           z                      4        2.28       w[15]
==> synthesized netlist by cell type <==
| master | count | share of area |
|---|---|---|
| inv_1 | 1 | 0.017 |
| nand3_1 | 1 | 0.022 |
| a311o_1 | 1 | 0.044 |
| nor2_1 | 6 | 0.099 |
| a221oi_1 | 1 | 0.039 |
| o31ai_1 | 2 | 0.066 |
| and3_1 | 2 | 0.055 |
| nor4_1 | 3 | 0.083 |
| nor2b_2 | 1 | 0.039 |
| or3b_1 | 1 | 0.039 |
| nand2b_1 | 2 | 0.055 |
| nor4b_1 | 2 | 0.077 |
| dlxtn_1 | 4 | 0.27 |
| or3_1 | 2 | 0.055 |
| a21oi_1 | 1 | 0.022 |
| o21ai_1 | 1 | 0.022 |
==> layout by cell type (no fill, tap or decap) <==
master	n
nand3_1	1
and3_1	2
nor2b_2	1
clkdlybuf4s50_1	21
nor4_1	3
o31ai_1	2
nand2b_1	2
dlxtn_1	4
nor4b_1	2
a21oi_1	1
a311o_1	1
nor2_1	6
or3b_1	1
or3_1	2
a221oi_1	1
inv_1	1
o21ai_1	1
==> cells by family after synthesis <==
group | Yosys count
AND-OR/OR-AND | 6
latches | 4
buffers and inverters | 1
AND/OR/NAND/NOR | 20
==> worst max-delay path, stage by stage <==
cell             delay, ns
clkdlybuf4s50_1       0.45
nor4_1                0.36
and3_1                0.24
nand3_1               0.08
clkdlybuf4s50_1       0.45
Power is estimated from default activity; no workload was simulated.
