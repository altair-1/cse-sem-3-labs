<file path="design/flow/run.sh">
#!/bin/bash
# OpenROAD 26Q1-2900-gdf79404cd8, Yosys 0.63+post, stock flow scripts
make -C /OpenROAD-flow-scripts/flow DESIGN_CONFIG=/design/flow/config.mk WORK_HOME=/design/flow/orfs finish
</file>
<file path="design/flow/design.v">
module fourTo16Decoder(w,En,y);
    input [3:0] w;
    input En;
    output [0:15] y;
    wire t1,t2;
    assign t1 = ~w[3] & En;
    assign t2 = w[3] & En;
    threeTo8Decoder stage0(w[2:0],t1,y[0:7]);
    threeTo8Decoder stage1(w[2:0],t2,y[8:15]);
endmodule
module threeTo8Decoder(w,En,y);
    input [2:0] w;
    input En;
    output reg [0:7] y;
    integer k;
    always @(w or En)
        for(k = 0; k <= 7; k=k+1)
        if ((w == k) && (En == 1))
            y[k] = 1;
        else 
            y[k] = 0;
endmodule
</file>
<file path="design/flow/constraint.sdc">
current_design fourTo16Decoder

set clk_period 1.0
set clk_io_pct 0.2

create_clock -name clk0 -period $clk_period

set non_clock_inputs [all_inputs -no_clocks]
set_input_delay [expr $clk_period * $clk_io_pct] -clock clk0 $non_clock_inputs
set_output_delay [expr $clk_period * $clk_io_pct] -clock clk0 [all_outputs]
</file>
<file path="design/flow/config.mk">
export PLATFORM = sky130hd
export DESIGN_NAME = fourTo16Decoder
export DESIGN_NICKNAME = fourTo16Decoder
export VERILOG_FILES = /design/flow/design.v
export SDC_FILE = /design/flow/constraint.sdc
export NUM_CORES = 4
export LEC_CHECK = 1
export CORE_AREA = 10 10 70 70
export DIE_AREA = 0 0 80 80
</file>
==> flow_summary.toml <==
# implementation run metrics
[status]
status = "finished, violations left"
failed_checks = "setup timing"

[finish]
layout_top_cell = "buf_6"
fillCellCount = 383
flop_area_um2 = 0
flop-count = 0
layout_top_cells = "buf_6, buf_2, nor2_2"
clockBufferCount = 0
combGateArea_um2 = 216
area_growth_pct = 369
layout-drive-gt1-share_pct = 89.3

[min_path]
hp-class = "primary input to output port"

[yosys]
syn_avg_cell_area_um2 = 5.11
yosysTopAreaCell = "nor2_1"
yosys-stat-area_um2 = 118
ys_types = 8
ys.warnings.count = 1
synth_area_um2 = 118
top_cells_by_area = "nor2_1, nor3_1, nand3b_1"
ys_cells = 23
synth.yosys.seq_area_share_pct = 0
synth.top_cell.area_share_pct = 38.3
synthCells = 23

[die]
coreArea_um2 = 3420
pin_count = 21
die_y_um = 80
fp-utilization_pct = 3.44
chip_area_um2 = 6400
rows = 21
die_w_um = 80

[worst_setup_path]
crit_arrival_ps = 1050
required_ps = 800
crit_fanout = 4
path_class = "primary input to output port"
critical_path.startpoint_type = "primary input"
worst_setup_path_end_kind = "output port"

[power_and_ir_drop]
leakage_nw = 0.236
peakVddDrop_mv = 0.0475
p_total_mw = 0.150
power_density_nw_per_um2 = 272

[run]
openroad.warnings = 34
max_cap_violations = 0

[sta]
fin_ws_ps = -252
min_period_ps = 1250
finalSetupTns_ps = -1600
fmax_mhz = 799
slew_violations = 0
setup-violations-final = 11
fin_hold_ws_ps = 668
final_hold_viol_count = 0
rsz0062_at_grt = "yes"
worst_pin_slew_ps = 155
max_slew_margin_pct = 89.6
finalCritPeriodShare_pct = 125

[routing]
firstDrtPassIters = 2
diodes = 0
wl_per_cell_um = 10.0
via_per_inst = 2.76
routed-via-count = 282
ant_nets = 0
drc_errors = 0
drtIter0Drc = 14
wl_mm = 1.02

[grt]
grt_max_degree = 8
grt_overflow_total = 0
grt_pass1_vias = 297
grt_pass1_wl_mm = 1.48
grt_usage_pct = 2.84
antenna_found_initial = 0

[place]
port_buffers = 21
hpwl_um = 778
gp_congestion = 0.741
dpl_worst_slack_ps = -917

[clock_network]
postCtsHoldBufs = 0
-- power by group --
part	switching, mW	internal (mW)	leakage [nW]	total [mW]
combinational	0.0651	0.0850	0.236	0.150
sequential	0	0	0	0
clock	0	0	0	0
total	0.0651	0.0850	0.236	0.150
-- metal layers --
metal / share of wire (%) / global-route usage (%)
met1: 41 / 3.23
met2: 48 / 5.30
met3: 11 / 0.909
met4: 0 / 0
met5: 0 / 0
-- critical path, stage by stage --
cell    delay, ps
buf_8         100
or3b_4        400
buf_6         140
nor3_4        100
buf_2         110
-- area by class of cell --
class              count  share of cell area, %
repair buffers        33                   50.3
multi-input cells     23                   39.2
well taps             46                   10.4
-- synth_stat cells, drive strengths merged --
cell type,number
nor2,12
nand3b,2
nand2,1
nand2b,2
nor3,4
nand3,1
or3b,1
-- timing repair --
action / 4_1_cts / 5_1_grt
buffers inserted: 10 / 1
endpoints found under the setup margin: 16 / 16
pin swaps: 19 / 12
endpoints found under the hold margin: 0 / 0
gates resized: 94 / 22
-- logic make-up after synthesis --
group	after synthesis	synth area share, %
and+or+nand+nor	23	100
-- worst paths after layout --
| check | start | to | cells past startpoint |
|---|---|---|---|
| max | w[2] | y[0] | 5 |
| min | w[1] | y[0] | 3 |
-- through the flow --
stage	std cells	cell area [um2]	utilization, %
2_1_floorplan	23	118	-
3_3_place_gp	91	393	11.5
3_5_place_dp	91	393	11.5
4_1_cts	101	489	14.3
5_1_grt	102	552	16.2
6_report	102	552	16.2
Power and IR drop assume default switching activity.
