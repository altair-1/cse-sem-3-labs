==> ./design.v <==
module bcd(x0,x1,x2,x3,y0,y1,y2,y3,cin,s0,s1,s2,s3);
	input x0,x1,x2,x3,y0,y1,y2,y3,cin;
	output s0,s1,s2,s3;
	fbAdd stage0(x0,x1,x2,x3,y0,y1,y2,y3,cin,st0,st1,st2,st3,cout);
	and (t1,st3,st2);
	and (t2,st3,st1);
	or (co,cout,t1,t2);
	fbAdd stage1(st0,st1,st2,st3,1'b0,co,co,1'b0,1'b0,s0,s1,s2,s3,c);	
endmodule
module fbAdd(x0,x1,x2,x3,y0,y1,y2,y3,cin,s0,s1,s2,s3,cout);
	input x0,x1,x2,x3,y0,y1,y2,y3,cin;
	output s0,s1,s2,s3,cout;
	fa stage0(x0,y0,cin,s0,c1);
	fa stage1(x1,y1,c1,s1,c2);
	fa stage2(x2,y2,c2,s2,c3);
	fa stage3(x3,y3,c3,s3,cout);
endmodule
module fa(a,b,cin,s,cout);
	input a,b,cin;
	output s,cout;
	assign s = a ^ b ^ cin;
	assign cout = (a & b) | (a & cin) | (b & cin);
endmodule
==> ./run.sh <==
#!/bin/bash
# OpenROAD 26Q1-2900-gdf79404cd8, Yosys 0.63+post, stock flow scripts
make -C /OpenROAD-flow-scripts/flow DESIGN_CONFIG=/design/flow/config.mk WORK_HOME=/design/flow/orfs finish
==> ./config.mk <==
export PLATFORM = sky130hd
export DESIGN_NAME = bcd
export DESIGN_NICKNAME = bcd
export VERILOG_FILES = /design/flow/design.v
export SDC_FILE = /design/flow/constraint.sdc
export NUM_CORES = 4
export LEC_CHECK = 1
export CORE_AREA = 10 10 70 70
export DIE_AREA = 0 0 80 80
==> ./constraint.sdc <==
current_design bcd

set clk_period 3.0
set clk_io_pct 0.2

create_clock -name clk0 -period $clk_period

set non_clock_inputs [all_inputs -no_clocks]
set_input_delay [expr $clk_period * $clk_io_pct] -clock clk0 $non_clock_inputs
set_output_delay [expr $clk_period * $clk_io_pct] -clock clk0 [all_outputs]
==> flow_summary_export.csv <==
group,metric,value,unit
placement,hpwlAfterDp,570,um
sta,period_used_share,124,%
synth,yosys_cells,24,
layout,seq_cells,0,
worst_setup_path,cp_top_family,"adder cells",
placement,gp_congestion,0.728,
die,num_io_pins,13,
worst_setup_path,crit_chain,"buf_8 > inv_8 > fa_2 > fa_2 > fa_2 > fa_1 > a21o_2 > nand2_4 > ha_4 > a211oi_2 > xor2_1 > buf_2",
layout,nClkBuffers,0,
die,die_h,80,um
worst_setup_path,crit_buf_inv,3,
worst_setup_path,critical_path_depth,12,
route,route.detailed.drc,0,
grt,grt_first_pass_wirelength,1.07,mm
synth,yosysWarnings,12,
synth,syn_avg_cell_area,8.55,um2
pwr,p_int,84.6,uW
sta,finalWorstSetupSlack,-0.711,ns
grt,grt_max_degree,4,
layout,logic_area,213,um2
sta,tightestPinTransition,0.182,ns
route,dr_total_vias,210,
route,wl,588,um
sta,relSlewSlack,87.9,%
sta,period_minus_slack,3.71,ns
grt,use_met3,0.795,%
die,chip_area,6400,um2
synth,ys_seq_share,0,%
grt,grt_usage,2.04,%
layout,fillers,401,
run,cap_violations,0,
layout,final_util,13.8,%
worst_setup_path,crit_type,"in -> out",
worst_setup_path,max_stage_delay,0.52,ns
pwr,power_density,293,nW/um2
grt,overflow,0,
route,drtIter0Drc,1,
sta,setup_viol,3,
worst_setup_path,path_max_fanout,3,
synth,yosys.cell_types.count,8,
synth,netlist_area,205,um2
worst_setup_path,worstPathRequired,2.40,ns
pwr,p_clk_share,0,%
placement,dp_cells,86,
route,ant_nets,0,
pwr,p_leak,0.213,nW
grt,antenna_found_initial,0,
sta,finalMaxSlewViolations,0,
die,fp_util,6.01,%
synth,syn_inst,24,
run,warning_count,36,
pwr,peakVddDrop,42.0,uV
sta,maxClockFrequency,269,MHz
grt,grtUsageMet2,4.01,%
pwr,switching_power,53.4,uW
layout,layout-area-overhead-vs-synth,129,%
route,drtPass1Iterations,2,
layout,drive_above_1_share,61.0,%
sta,rsz0062_at_grt,"yes",
layout,regArea,0,um2
hold_path,hold_path_class,"in -> out",
sta,hold_viol,0,
outcome,violations,"negative setup slack",
layout,final_cells,87,
grt,busiest_layer,"met2",
route,wl_per_cell,6.76,um
outcome,status,"complete, but fails checks",
route,num_antenna_cells,0,
worst_setup_path,cp-start-kind,"primary input",
placement,port_buffers,13,
die,rows,21,
worst_setup_path,cp_common_cell,"fa_2",
grt,grt_pass1_vias,240,
synth,ys_chip_area,205,um2
hold_path,min_path_cells,5,
grt,grtUsageMet1,2.07,%
pwr,switching_share,38.7,%
die,die_x,80,um
route,vias_per_cell,2.41,
worst_setup_path,worstPathArrival,3.11,ns
pwr,seqPwrFrac,0,%
pwr,pwr-share-comb,100.0,%
worst_setup_path,worst_setup_path_end_kind,"primary output",
worst_setup_path,crit_slowest_cell,"fa_1",
die,core_region_area,3420,um2
stage by stage:
step,setup slack [ns],cell area (um2),hold WS (ns),TNS (ns),power (mW)
6_report,-0.711,470,1.94,-1.78,0.138
5_1_grt,-0.823,470,2.00,-2.05,0.160
4_1_cts,-0.723,463,1.96,-1.81,0.140
3_5_place_dp,-1.68,463,2.29,-4.68,0.144
3_3_place_gp,-1.65,463,2.29,-4.64,0.141
2_1_floorplan,-0.507,253,1.43,-1.28,0.0605
layout by cell type (no fill, tap or decap):
| cell type | netlist | layout |
|---|---|---|
| a21o_2 | 1 | 1 |
| inv_2 | 1 | 5 |
| buf_6 | 0 | 2 |
| ha_4 | 0 | 3 |
| inv_8 | 0 | 1 |
| clkdlybuf4s50_1 | 0 | 5 |
| fa_2 | 0 | 3 |
| buf_2 | 0 | 4 |
| dlygate4sd2_1 | 0 | 2 |
| fa_1 | 4 | 1 |
| xor2_1 | 2 | 2 |
| buf_4 | 0 | 3 |
| inv_1 | 11 | 6 |
| buf_8 | 0 | 1 |
| a211oi_2 | 1 | 1 |
| nand2_4 | 0 | 1 |
final timing paths:
| path | startpoint | end | slack (ns) |
|---|---|---|---|
| hold / removal | x0 | s0 | 1.94 |
| setup / recovery | y0 | s3 | -0.71 |
timing repair:
item / 4_1_cts / 5_1_grt
endpoints found under the setup margin: 3 / 3
gates resized: 33 / 0
buffers inserted: 0 / 1
cloned: 0 / 0
pin swaps: 9 / 1
hold buffers: 0 / 0
metal layers:
metal / vias to the layer above / part of all wire [%]
met3: 0 / 12
met1: 105 / 31
met4: 0 / 0
met2: 6 / 57
li1: 99 / -
met5: - / 0
synth_stat cells:
cell type,number,area share (%)
fa_1,4,39
inv_2,1,1.8
ha_1,3,18
inv_1,11,20
nand2_1,1,1.8
a211oi_2,1,6.1
a21o_2,1,4.3
xor2_1,2,8.5
tightest hold or removal path, stage by stage:
cell             delay (ns)
buf_2                  0.10
inv_2                  0.04
fa_2                   0.18
inv_1                  0.03
clkdlybuf4s50_1        0.39
area by class of cell:
| cell class | instances | area share (%) |
|---|---|---|
| multi-input cells | 12 | 45.2 |
| inverters | 12 | 11.2 |
| repair buffers | 17 | 31.4 |
| well taps | 46 | 12.2 |
logic make-up (layout without fill, tap and decap cells):
kind of cell,after synthesis,in the layout,share of synthesized area [%]
AND-OR/OR-AND,2,2,10.4
adder cells (fa/ha/maj),7,7,57.3
AND/OR/NAND/NOR,1,1,1.83
buffers and inverters,12,29,21.9
XOR/XNOR,2,2,8.54
power by group through the flow:
| stage | clock network [mW] | logic (mW) | registers, mW |
|---|---|---|---|
| 6_report | 0 | 0.138 | 0 |
| 4_1_cts | 0 | 0.140 | 0 |
| 5_1_grt | 0 | 0.160 | 0 |
Power and IR drop assume default switching activity.
